**flow/config.mk**
```make
export PLATFORM = sky130hd
export DESIGN_NAME = odometer_meas_test_detect
export DESIGN_NICKNAME = odometer_meas_test_detect
export VERILOG_FILES = /design/flow/design.v
export SDC_FILE = /design/flow/constraint.sdc
export NUM_CORES = 4
export LEC_CHECK = 1
export CORE_AREA = 10 10 100 100
export DIE_AREA = 0 0 110 110
```
**flow/constraint.sdc**
```tcl
current_design odometer_meas_test_detect

set clk_period 3.6
set clk_io_pct 0.2

create_clock -name clk0 -period $clk_period [get_ports {ROSC_REF}]
create_clock -name clk1 -period $clk_period [get_ports {ROSC_STRESS}]

set non_clock_inputs [all_inputs -no_clocks]
set_input_delay [expr $clk_period * $clk_io_pct] -clock clk0 $non_clock_inputs
set_output_delay [expr $clk_period * $clk_io_pct] -clock clk0 [all_outputs]
```
**flow/design.v**
```verilog
`timescale 1ns/100ps
module odometer_meas_test_detect (ROSC_REF, ROSC_STRESS, PC_OUT, RESETB, MEAS_STRESS,MEAS_DONE,PIN,DETECT, SEL);
	input ROSC_REF, PC_OUT, RESETB, MEAS_STRESS, ROSC_STRESS;
	output reg MEAS_DONE;
	output SEL, DETECT;	
	reg COUNT_RST,RST;
	output reg [0:9] PIN;
	reg [0:9] PIN2;
	reg [1:0] cnt4;
	wire RESET_INT, RESET_INT2,cnt1, RESET_MEAS_STRESS,COUNT4_RST;
	always @ (PIN or PIN2 or cnt4)
	if (PIN2 == 10'b1111111111 || PIN == 10'b1111111111 || cnt4 == 2'b11)
		MEAS_DONE = 1;
	else 
		MEAS_DONE = 0;
	assign cnt1 = ~cnt4[1] ;
	edge_detector detect (PC_OUT, RESETB, ROSC_REF, DETECT);    
	assign RESET_INT2 = ~RESETB | (cnt4[1] & ~cnt4[0])  | ~MEAS_STRESS;	
	assign RESET_INT = ~RESETB | MEAS_DONE | cnt1 | ~MEAS_STRESS;
	assign COUNT4_RST=~RESETB | ~MEAS_STRESS ;   
	always @ (negedge ROSC_REF or posedge RESET_INT) begin            
		if (RESET_INT)
			PIN <= 10'b0000000000;
		else
			PIN <= PIN + 1'b1;
	end
	always @ (negedge ROSC_STRESS or posedge RESET_INT2) begin            
		if (RESET_INT2)
			PIN2 <= 10'b0000000000;
		else
			PIN2 <= PIN2 + 1'b1;
	end
	always @ (negedge DETECT or posedge COUNT4_RST) begin
		if (COUNT4_RST)                     
			cnt4 <= 2'b00;                  
		else 
			cnt4 <= cnt4 + 2'b01;           
	end
	assign SEL= MEAS_DONE | !MEAS_STRESS;
endmodule
module scanchain(SCAN_IN,PIN, SCAN_CLKA, SEL_INT, RESETB, SERIAL_OUT, SCAN_OUT);
	input SCAN_IN,SCAN_CLKA, SEL_INT, RESETB;
	input [0:9] PIN ;
	output reg [0:9] SERIAL_OUT ;
	output reg SCAN_OUT ;    
	wire R_INT, SEL_INT, CLKA, MEAS_DONE_BUF ;
	assign CLKA = SCAN_CLKA;
	assign R_INT = !RESETB;
	integer i;
	always @ (posedge CLKA, posedge R_INT) begin 
 		if (R_INT) 
 		begin
  			SERIAL_OUT <= 0;
  			SCAN_OUT <= 0;				
  		end
 		else
 		begin
			if (SEL_INT==0) begin                           
				SERIAL_OUT[0] <= PIN[0];
				SERIAL_OUT[1] <= PIN[1];
				SERIAL_OUT[2] <= PIN[2];
				SERIAL_OUT[3] <= PIN[3];
				SERIAL_OUT[4] <= PIN[4];
				SERIAL_OUT[5] <= PIN[5];
				SERIAL_OUT[6] <= PIN[6];
				SERIAL_OUT[7] <= PIN[7];
				SERIAL_OUT[8] <= PIN[8];
				SERIAL_OUT[9] <= PIN[9];
				SCAN_OUT <= PIN[9];
			end
			else begin
				SERIAL_OUT[0] <= SCAN_IN;
				SERIAL_OUT[1] <= SERIAL_OUT[0];
				SERIAL_OUT[2] <= SERIAL_OUT[1];
				SERIAL_OUT[3] <= SERIAL_OUT[2];
				SERIAL_OUT[4] <= SERIAL_OUT[3];
				SERIAL_OUT[5] <= SERIAL_OUT[4];
				SERIAL_OUT[6] <= SERIAL_OUT[5];
				SERIAL_OUT[7] <= SERIAL_OUT[6];
				SERIAL_OUT[8] <= SERIAL_OUT[7];
				SERIAL_OUT[9] <= SERIAL_OUT[8];
				SCAN_OUT <= SERIAL_OUT[9];
                       end 
 		   end
	     	end
endmodule
module shift_sample_3b(SHIFT_IN, RST, CLK, DATA_OUT);
	input SHIFT_IN, RST, CLK;
	output reg [0:2] DATA_OUT; 
	always @ (posedge CLK, posedge RST) begin
 		if (RST) 
 		begin
  			DATA_OUT <= 3'b000;
    		end
 		else
 		begin		
			DATA_OUT[0] <= SHIFT_IN;
			DATA_OUT[1] <= DATA_OUT[0];			
			DATA_OUT[2] <= DATA_OUT[1];
		end
	end
endmodule
module edge_detector(IN, RESETB, CLK, DETECT);
	input IN;
	input RESETB, CLK;
	output DETECT;
	wire [0:2] OUT;
	wire [0:2] OUTB;
	wire RESET_INT;
	assign RESET_INT = ~RESETB;
	shift_sample_3b shift_reg (IN, RESET_INT, CLK, OUT);	
	assign OUTB[0] = !OUT[0];
	assign OUTB[1] = !OUT[1];
	assign OUTB[2] = !OUT[2];
	assign DETECT = OUT[0] & OUTB[1] & OUTB[2];	
endmodule			
module signal_ctrl(SCAN_IN, SCAN_CLKA, RESETB, LOAD, SCAN_OUT, CTRL);
	input SCAN_IN, SCAN_CLKA, RESETB, LOAD;
	output reg [0:6] CTRL;
	reg [0:6] CTRL_INT ;
	output SCAN_OUT ;
	wire RESET_INT ;
	integer i;
	assign RESET_INT = !RESETB;
	assign SCAN_OUT = CTRL_INT[6];
	always @ (posedge SCAN_CLKA, posedge RESET_INT) begin 
 		if (RESET_INT) 
 		begin
  			CTRL_INT <= 0;
  		end
 		else
 		begin						 
			CTRL_INT[0] <= SCAN_IN;
			CTRL_INT[1] <= CTRL_INT[0];
			CTRL_INT[2] <= CTRL_INT[1];
			CTRL_INT[3] <= CTRL_INT[2];
			CTRL_INT[4] <= CTRL_INT[3];
			CTRL_INT[5] <= CTRL_INT[4];
			CTRL_INT[6] <= CTRL_INT[5];
		end
	end
	always @ (posedge LOAD, posedge RESET_INT) begin              
 		if (RESET_INT) 
  			CTRL <= 0;
 		else
 			CTRL <= CTRL_INT;
	end		
endmodule	
module odometer_core (START,MEAS_STRESS,MEAS_DONE,EN_POWER_ROSC_STRESS,EN_ROSC,VDD,VSS);
input START, MEAS_STRESS, MEAS_DONE;
inout VDD, VSS;
output EN_POWER_ROSC_STRESS, EN_ROSC;
wire EN_ROSC, EN_POWER_ROSC_STRESS,EN_ROSC_REF;
assign EN_POWER_ROSC_STRESS = START | MEAS_STRESS;     
assign EN_ROSC = ~(~(MEAS_STRESS) | MEAS_DONE);        
endmodule
module freq_div_only (RO_OUT,RST,DIV2_OUT,DIV4_OUT,DIV8_OUT,OUT);
input RO_OUT,RST;
output  DIV2_OUT,DIV4_OUT,DIV8_OUT,OUT;
reg [11:0] DIV_OUT;    
integer i;
assign    DIV2_OUT = DIV_OUT[0];
assign    DIV4_OUT = DIV_OUT[1];
assign    DIV8_OUT = DIV_OUT[2];
assign    OUT = DIV_OUT[11];
always @ (posedge RO_OUT or negedge RST) begin
if (!RST) begin
   DIV_OUT <= 0;
end
else begin
   DIV_OUT <= DIV_OUT + 1'b1  ;
end
end	
endmodule
module odometer_meas_ctrl (ROSC_STRESS, ROSC_REF, VCO,SCANCHAIN_IN,SCAN_IN, SCAN_CLK1, SCAN_CLK2, RESETB, LOAD,  MEAS_TRIG,VCO_INT, SCAN_CLK1_INT, SCAN_CLK2_INT, RESETB_INT, LOAD_INT,  MEAS_TRIG_INT, SCAN_OUT_INT,SCANIN_CHECK_INT, SEL_INV, SEL_NAND, SEL_NOR, START, AC_DC, MEAS_STRESS, EN_ROSC, EN_POWER_ROSC_STRESS,VCO_OUT,VDD,VSS);
input ROSC_STRESS, ROSC_REF,VDD,VSS;
output MEAS_STRESS, EN_ROSC, EN_POWER_ROSC_STRESS;
input VCO,SCANCHAIN_IN,SCAN_IN, SCAN_CLK1, SCAN_CLK2, RESETB, LOAD, MEAS_TRIG;
output VCO_INT, SCAN_CLK1_INT, SCAN_CLK2_INT, RESETB_INT, LOAD_INT,  MEAS_TRIG_INT, SCAN_OUT_INT, SCANIN_CHECK_INT;
wire [0:9] SERIAL_OUT;
output SEL_INV, SEL_NAND, SEL_NOR;
output START, AC_DC;
output reg VCO_OUT;
wire SEL_INV, SEL_NAND, SEL_NOR;
wire AC_DC;
wire [0:9] DATA,PIN ;
wire [0:6] CTRL;
reg MEAS_STRESS;
reg PC_OUT;
wire [1:0] VCO_DIV_SEL;
wire ROSC_REF,MEAS_DONE,RESET_MEAS_STRESS,SCAN_CLK1_INT,SCAN_CLK2_INT,SEL,DETECT,CLKA;
freq_div_only freq_div (VCO,RESETB,DIV2_OUT,DIV4_OUT,DIV8_OUT,OUT);
always @ (VCO or VCO_DIV_SEL or DIV2_OUT or DIV4_OUT or DIV8_OUT) begin
case (VCO_DIV_SEL)
	2'b00 : VCO_OUT = VCO;
	2'b01 : VCO_OUT = DIV2_OUT;
	2'b10 : VCO_OUT = DIV4_OUT;
	2'b11 : VCO_OUT = DIV8_OUT;
endcase
end
	assign VCO_DIV_SEL[0] = CTRL[5];  
	assign VCO_DIV_SEL[1] = CTRL[6];  
assign SEL_INV = CTRL[2];
assign SEL_NAND = CTRL[3];
assign SEL_NOR = CTRL[4];
assign AC_DC = CTRL[1];
assign START = CTRL[0];
assign RESET_MEAS_STRESS = ~RESETB | MEAS_DONE ;
	always @ (posedge MEAS_TRIG or posedge RESET_MEAS_STRESS) begin
		if (RESET_MEAS_STRESS)
			MEAS_STRESS <=0;
		else
			MEAS_STRESS<= 1'b1; 
	end 
signal_ctrl scanin (SCAN_IN, SCAN_CLK1, RESETB, LOAD, SCANIN_CHECK, CTRL);
wire EN_ROSC_pre;
reg [1:0] EN_ROSC_shifted;
odometer_core core (.START(START),.MEAS_STRESS(MEAS_STRESS),.MEAS_DONE(MEAS_DONE), .EN_POWER_ROSC_STRESS(EN_POWER_ROSC_STRESS), .EN_ROSC(EN_ROSC_pre),
.VDD(VDD),.VSS(VSS));
	always @ (posedge VCO or negedge MEAS_STRESS) begin
		if (!MEAS_STRESS)
			EN_ROSC_shifted <=0;
		else begin
			EN_ROSC_shifted[0] <= EN_ROSC_pre; 
			EN_ROSC_shifted[1] <= EN_ROSC_shifted[0]; 
		end
	end 
assign EN_ROSC = EN_ROSC_shifted[1];
always @ (posedge ROSC_REF or negedge MEAS_STRESS) begin
	if(!MEAS_STRESS)
		PC_OUT <= 1 ;
	else
		PC_OUT <= ROSC_STRESS ;
end
odometer_meas_test_detect meas (ROSC_REF, ROSC_STRESS, PC_OUT, RESETB, MEAS_STRESS,MEAS_DONE,PIN,DETECT,SEL);
assign CLKA = SCAN_CLK2 ^ DETECT;
scanchain sc (SCANCHAIN_IN,PIN, CLKA, SEL, RESETB, SERIAL_OUT, SCAN_OUT);
buff_block_ver4 buff_block_ver4(.VCO(VCO),.SCANIN_CHECK(SCANIN_CHECK), .SCAN_CLK1(SCAN_CLK1),.SCAN_CLK2(SCAN_CLK2),.RESETB(RESETB),
.LOAD(LOAD),.MEAS_TRIG(MEAS_TRIG),.SCAN_OUT(SCAN_OUT),.VCO_INT(VCO_INT),.SCANIN_CHECK_INT(SCANIN_CHECK_INT), 
.SCAN_CLK1_INT(SCAN_CLK1_INT),.SCAN_CLK2_INT(SCAN_CLK2_INT),.RESETB_INT(RESETB_INT),.LOAD_INT(LOAD_INT),
.MEAS_TRIG_INT(MEAS_TRIG_INT),.SCAN_OUT_INT(SCAN_OUT_INT));
endmodule
module buff_block_ver4(VCO,SCANIN_CHECK, SCAN_CLK1,SCAN_CLK2,RESETB,LOAD,MEAS_TRIG,SCAN_OUT,VCO_INT,SCANIN_CHECK_INT, SCAN_CLK1_INT,SCAN_CLK2_INT,RESETB_INT,LOAD_INT,MEAS_TRIG_INT,SCAN_OUT_INT);
input VCO,SCANIN_CHECK, SCAN_CLK1,SCAN_CLK2,RESETB,LOAD,MEAS_TRIG,SCAN_OUT;
output VCO_INT,SCANIN_CHECK_INT, SCAN_CLK1_INT,SCAN_CLK2_INT,RESETB_INT,LOAD_INT,MEAS_TRIG_INT,SCAN_OUT_INT;
wire fint[1:6];
wire fint2[1:6];
BUFF2 buff_vco(.X(VCO_INT), .A(VCO) );
BUFF2 buff_scanclk1(.X(SCAN_CLK1_INT), .A(SCAN_CLK1));
BUFF2 buff_scanclk2(.X(SCAN_CLK2_INT), .A(SCAN_CLK2));
BUFF2 buff_reset(.X(RESETB_INT),.A(RESETB));
BUFF2 buff_load(.X(LOAD_INT), .A(LOAD));
BUFF2 buff_meastrig(.X(MEAS_TRIG_INT), .A(MEAS_TRIG));
genvar i;
assign fint[1]=SCANIN_CHECK;
generate begin
for (i=1;i<=5; i=i+1) begin:buff_block1
	BUFF2 buf_del(.X(fint[i+1]), .A(fint[i]));
end
end
endgenerate
assign SCANIN_CHECK_INT=fint[6];
assign fint2[1]=SCAN_OUT;
generate begin
for (i=1;i<=5; i=i+1) begin:buff_block2
	BUFF2 buf_del2(.X(fint2[i+1]), .A(fint2[i]));
end
end
endgenerate
assign SCAN_OUT_INT=fint2[6];
endmodule
```
**flow/run.sh**
```bash
#!/bin/bash
# OpenROAD 26Q1-2900-gdf79404cd8, Yosys 0.63+post, stock flow scripts
make -C /OpenROAD-flow-scripts/flow DESIGN_CONFIG=/design/flow/config.mk WORK_HOME=/design/flow/orfs finish
```
==> impl_metrics.toml <==
# flow metrics
[run_status]
outcome = "finished with violations"
violations = "negative setup slack"

[critical_path]
critical_path.cell_chain = "ha_2, nand2_2, nor4_4, or4b_1, buf_2"
endpoint_kind = "output port"
slowest_delay_ns = 0.49
worstPathMaxFanout = 3
startpoint_type = "register"
startpoint = "PIN[9]$_DFF_NP0_"
worstPathRequired_ns = 2.88
crit_slowest_cell = "or4b_1"
cp.arrival_ns = 3.35
path_class = "reg -> out"
r2r_start = "PIN[7]$_DFF_NP0_"

[job]
cap_viol_max_count = 0
warning_count = 30

[power_and_ir_drop]
power_leakage_uw = 0.000809
pwr_density_cell_nw_per_um2 = 301
peakVddDrop_uv = 140

[route]
vias = 799
num_antenna_cells = 0
wire_per_inst_um = 9.08
drt_pre_antenna_iters = 2
via_per_inst = 3.21
drc = 0
antenna_left = 0
drt_iter0_drc = 11
wl_mm = 2.26

[synthesis]
muxShareOfSynthArea_pct = 0
ys_sh_aoi_pct = 0
ys_area_um2 = 1040
adder_share_pct = 4.81
ys_cells = 86
netlist_instances = 86
ys_sh_xor_pct = 13.5
synth.cellmix.simpleShare_pct = 18.7
postSynthSeqShare_pct = 60.2
synth_cell_type_count = 20
yosys-top-cells-area = "dfrtn_1 (53%), xnor2_1 (8.4%), dfrtp_1 (7.2%)"
yosysWarnings = 3
ys.flops = 25
postSynthAreaPerCell_um2 = 12.1
synth_top_cell_by_area = "dfrtn_1"
top_area_share_pct = 52.9
logic_family = "simple AND/OR/NAND/NOR gates"
netlist_area_um2 = 1040

[clock_network]
cts_hold_buf = 0
path_clk_slew_ns = 0.05
cts_tree = "done"

[final_timing]
tightestPinTransition_ns = 0.344
relSlewSlack_pct = 77.0
unclocked_pins = 2
finalSetupViolCount = 3
skew_ns = 0.00404
drv_slew = 0
rsz0062_at_grt = "yes"
untimed_endpoints = 2
hold_viol_final = 0
hold_slack_ns = 0.375
setup_slack_ns = -0.474

[placement]
gp_congestion = 0.754
portBuffers = 16
post-place-ws_ns = -0.554
hpwl_mm = 1.77

[worst_hold_path]
hp-class = "reg -> reg"
min_from = "detect.shift_reg.DATA_OUT[1]$_DFF_PN0_"

[grt]
grt_pass1_wl_mm = 3.82
grt_overflow = 0
grt_use_total_pct = 3.96
grt_pass1_vias = 834
grt_max_degree = 11
antenna_found_initial = 0

[floorplan]
fp_util_pct = 13.3
io_pins = 18
die-area_um2 = 12100
core_um2 = 7810
dieHeight_um = 110
die_w_um = 110
rows = 32

[layout]
area_growth_pct = 62.8
layout-drive-gt1-share_pct = 38.8
fill_cells = 829
[layout by cell type, fill, tap and decap left out, drive strengths merged]
| cell type | n |
|---|---|
| nand3 | 8 |
| nand4 | 3 |
| dlygate4sd2 | 5 |
| ha | 4 |
| and4 | 1 |
| or3 | 1 |
| or4b | 1 |
| nor3 | 4 |
| dfrtn | 22 |
| clkdlybuf4s50 | 5 |
| nor4 | 3 |
| clkbuf | 11 |
| and2 | 1 |
| nand2 | 6 |
| buf | 40 |
| nor2 | 3 |
| xnor2 | 10 |
| inv | 8 |
| nor2b | 1 |
| dfrtp | 3 |
| xor2 | 6 |
| nor3b | 1 |
[cell families after synthesis]
| group | count (synthesis) |
|---|---|
| adders and majority gates | 4 |
| and+or+nand+nor | 33 |
| DFF | 25 |
| xor gates and xnor gates | 16 |
| buffers and inverters | 8 |
[Yosys cell counts]
cell type  count
dfrtn_1       22
xnor2_1       10
inv_1          8
nand3_1        7
nand2_1        6
xor2_1         6
ha_1           4
nor3_1         4
dfrtp_1        3
nand4_1        3
nor2_1         3
nor4_2         2
and2_1         1
and4_1         1
nand3_2        1
nor2b_1        1
nor3b_1        1
nor4_1         1
or3_1          1
or4b_1         1
[flip-flops by register name, indices dropped and copies added (netlist names)]
signal,count
PIN2,10
detect.shift_reg.DATA_OUT,3
cnt4,2
PIN,10
[worst max-delay path: cells and delay by family, from the launching register on]
kind	cells	cell delay, ns
adder cells (fa/ha/maj)	1	0.20
buffers and inverters	1	0.13
flip-flops	1	0.34
AND/OR/NAND/NOR	3	0.64
[area by class of cell]
type | instances | area, µm² | area share [%]
clock buffer | 7 | 86.3 | 5.10
inverter | 8 | 30.0 | 1.77
multi-input combinational | 53 | 407 | 24.0
sequential | 25 | 626 | 37.0
tap | 102 | 128 | 7.54
timing repair buffer | 54 | 417 | 24.6
[stage by stage]
step                std cells  setup TNS [ns]  power [µW]  utilization [%]  cell area (µm²)
floorplan                  86         -0.0238         271                -             1050
global placement          232           -1.03         279             19.9             1550
detailed placement        232           -1.09         279             19.9             1550
CTS                       247           -1.20         522             21.7             1700
global route              249           -1.41         539             21.7             1690
finish                    249           -1.16         510             21.7             1690
[path summary, 6_finish.rpt]
| kind | slack (ns) | end | cells past startpoint |
|---|---|---|---|
| max in group clk1 | 2.38 | PIN2[2]$_DFF_NP0_ | 4 |
| worst min register to register | 0.37 | detect.shift_reg.DATA_OUT[2]$_DFF_PN0_ | 0 |
| worst min-delay path | 0.37 | detect.shift_reg.DATA_OUT[2]$_DFF_PN0_ | 0 |
| worst max register to register | 2.16 | PIN[0]$_DFF_NP0_ | 6 |
| worst max-delay path | -0.47 | SEL | 5 |
| min in group asynchronous | 0.54 | PIN[0]$_DFF_NP0_ | 4 |
| min in group clk1 | 0.43 | PIN2[1]$_DFF_NP0_ | 1 |
| max in group asynchronous | 0.35 | PIN[6]$_DFF_NP0_ | 5 |
[what timing repair did]
| item | 4_1_cts | 5_1_grt |
|---|---|---|
| buffers inserted | 8 | 3 |
| setup endpoints to repair | 12 | 7 |
| gates cloned | 0 | 0 |
| gates resized | 21 | 5 |
| pin swaps | 3 | 0 |
[layer usage]
| layer | vias up | wire length (µm) | part of all wire, % | track usage [%] |
|---|---|---|---|---|
| met5 | - | 0 | 0 | 0 |
| met4 | 0 | 29 | 1.3 | 0.929 |
| met3 | 4 | 150 | 6.6 | 1.70 |
| met2 | 14 | 1130 | 50 | 6.52 |
| met1 | 368 | 958 | 42 | 4.69 |
| li1 | 413 | - | - | - |
[where the power goes]
part / total (µW) / internal, µW / switching [µW] / leakage, µW
Sequential: 264 / 263 / 0.669 / 0.000329
Combinational: 10.4 / 5.78 / 4.58 / 0.000436
Clock: 236 / 150 / 85.1 / 0.0000443
No activity file was given, so power comes from the tool's default toggle rates.
